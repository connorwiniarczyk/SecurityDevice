==> flow/design.v <==
module Decoder(input logic [3:0]row,
                 input clk, reset,
                 output logic [3:0]column,
                 output logic [3:0] digit,
                 output logic valid,
                 output logic [7:0]led
    );
        logic [4:0]  buttons;  
        logic [1:0] count=0; 
        logic [1:0] nextcount;
        assign digit = buttons[3:0];
        assign valid = buttonPressed;
    always_ff@ (posedge clk) 
        count <= nextcount;  
    always_comb 
          if(buttons[4])  nextcount = count ;
          else nextcount = count +1; 
    logic buttonPressed;
    always_ff @(posedge clk) begin
      if(count == 0)      buttonPressed = 0;
      if(buttons[4] == 1) buttonPressed = 1;
    end
    always_comb 
        case(count) 
        2'b00: case(row)    
                4'b1110: buttons = 5'b10001; 
                4'b1101: buttons = 5'b10100; 
                4'b1011: buttons = 5'b10111; 
                4'b0111: buttons = 5'b10000; 
                default : buttons = 5'b00000; 
                endcase
        2'b01: case(row)    
                 4'b1110: buttons = 5'b10010; 
                 4'b1101: buttons = 5'b10101; 
                 4'b1011: buttons = 5'b11000; 
                 default : buttons = 5'b00000; 
                 endcase
        2'b10: case(row)    
               4'b1110: buttons = 5'b10011; 
               4'b1101: buttons = 5'b10110; 
               4'b1011: buttons = 5'b11001; 
               4'b0111: buttons = 5'b11110;  
               default : buttons = 5'b00000; 
               endcase
        2'b11: case(row)    
               4'b1110: buttons = 5'b11010;  
               4'b1011: buttons = 5'b11100;  
               default : buttons = 5'b00000; 
               endcase
endcase
        always_comb  
                    case(count)
                    2'b00: column = 4'b1110;
                    2'b01: column = 4'b1101;
                    2'b10: column = 4'b1011;
                    2'b11: column = 4'b0111;
                    default : column = 4'b1111;
                    endcase
        logic out;
endmodule
==> flow/run.sh <==
#!/bin/bash
# OpenROAD 26Q1-2900-gdf79404cd8, Yosys 0.63+post, stock flow scripts
make -C /OpenROAD-flow-scripts/flow DESIGN_CONFIG=/design/flow/config.mk WORK_HOME=/design/flow/orfs finish
==> flow/config.mk <==
export PLATFORM = sky130hd
export DESIGN_NAME = Decoder
export DESIGN_NICKNAME = Decoder
export VERILOG_FILES = /design/flow/design.v
export SDC_FILE = /design/flow/constraint.sdc
export NUM_CORES = 4
export LEC_CHECK = 1
export CORE_AREA = 10 10 70 70
export DIE_AREA = 0 0 80 80
==> flow/constraint.sdc <==
current_design Decoder

set clk_period 1.4
set clk_io_pct 0.2

create_clock -name clk0 -period $clk_period [get_ports {clk}]

set non_clock_inputs [all_inputs -no_clocks]
set_input_delay [expr $clk_period * $clk_io_pct] -clock clk0 $non_clock_inputs
set_output_delay [expr $clk_period * $clk_io_pct] -clock clk0 [all_outputs]
==> ci_impl_report.md <==
## PnR job results

| Metric | Value |
|---|---|
| First-pass iteration count of the detailed router | `4` |
| Worst setup slack after placement | `-874 ps` |
| Overall Power | `roughly 2.0 mW` |
| # Cells Yosys | `~72` |
| First-pass GRT wire length | `around 2800 um` |
| Synth top area share | `19.4%` |
| CTS root buffer | `clkbuf_4` |
| EDFF count, synth | `2` |
| GP Congestion | `approximately 0.86` |
| Max-cap violations | `0` |
| Hold slack | `around 470 ps` |
| Slowest cell on crit path | `edfxtp_1` |
| Seq cells post-synth | `3` |
| CP endpoint kind | `output pin` |
| Layout area overhead | `83.8%` |
| Dpl cell area | `around 810 um2` |
| Async S/R FF share, synth | `0%` |
| Gr usage total | `roughly 5.2%` |
| Main synth FF type | `edfxtp_1` |
| Sink Count | `3` |
| Peak VDD IR | `roughly 820 uV` |
| Worst min path class | `flip-flop to flip-flop` |
| Initial antenna violation count | `0` |
| Antenna Violating Nets Remaining | `0` |
| Share of the yosys chip area belonging to registers | `between 10% and 20%` |
| Tally of OpenROAD warnings | `36` |
| Pins Over Slew Limit | `0` |
| Drt via density | `~4.0` |
| RSZ-0062 raised after global routing | `true` |
| CP bufs+invs | `3` |
| Most common library cells after synthesis | `buf_4, ha_1, inv_1` |
| WP data required | `1120 ps` |
| Diodes inserted | `0` |
| Synthesis area per yosys | `579 um2` |
| Setup CP Type | `flip-flop to output pin` |
| Fin crit share | `137%` |
| I/O pin count | `23` |
| CP Launch Type | `flip-flop` |
| Largest net degree at the start of global routing | `10` |
| Failing checks | `negative setup slack` |
| Final Hold Fails | `0` |
| Layout cell share with drive strength beyond 1 | `between 50 and 60%` |
| Clock Skew | `around 6.6 ps` |
| Clock Latency Late Sink | `240 ps` |
| Status | `finished, violations left` |
| CP top delay family | `flip-flops` |
| Wire per inst | `approximately 11 um` |
| Pwr/cell area | `about 1900 nW/um2` |
| Yosys warning tally | `9` |
| Cts bufs inserted | `3` |
| Row cnt | `21` |
| DRC | `0` |
| Count of final setup violators | `11` |
| Core Density at Floorplan | `between 10% and 20%` |
| FMAX | `around 520 MHz` |
| Reg clk slew, reported paths | `about 40 ps` |
| Synth Instances | `just over 70` |
| Die area | `approximately 6400 um2` |
| Max Buffers Root-to-Sink | `2` |
| Via count of the routed design | `~630` |
| I/O Buffers | `13` |
| Final Critical Period | `around 1900 ps` |
| Yosys top cell by area | `buf_4` |
| Leakage power | `0.452 nW` |
| Synth Cell Area | `579 um2` |
| Starting DRT DRC Count | `around 44` |
| Worst path max stage delay | `around 440 ps` |
| Finished Cell Area | `between 1000 and 1500 um2` |
| Synth cell types | `25` |
| Routed WL | `about 1800 um` |
| CORE AREA | `approximately 3400 um2` |
| CP Max Fanout | `3` |
| Vias in the first global route | `around 640` |
| HPWL Detailed | `roughly 1200 um` |
| Post-Syn Area per Cell | `approximately 8.0 um2` |
| CP arrival | `approximately 1600 ps` |
| Critical path cell sequence | `buf_6 > ha_4 > buf_4 > nor3_4 > nor3_2 > nor2_1 > a21oi_1 > buf_2` |
| Die width | `around 80 um` |
| CTS tree | `done` |
| Min setup slack post-route | `-519 ps` |
| Top cells, area | `buf_4, ha_1, edfxtp_1` |
| Global route overflow | `0` |
| Most common cell in the synthesized netlist | `buf_4` |
| Die H | `80 um` |
| Htree depth | `1` |
tightest hold or removal path, delay by kind of cell (launching register included):
kind,cells,cell delay (ps)
DFF,1,300
buffers and inverters,1,70
AOI/OAI and AO/OA,1,50
sequential cells by signal, indices dropped and copies added (netlist names):
name           count
count              2
buttonPressed      1
repair_timing:
item,CTS,global route
endpoints found under the setup margin,11,11
hold buffers,0,0
resized,66,9
setup buffers,13,4
pin swaps,16,9
placed cells by master (no fill, tap or decap), drive strengths merged, types with 2 or more instances in the layout:
master	n
nor3	2
nor2	2
xnor2	2
nand2	3
edfxtp	2
ha	8
buf	38
inv	7
nand3b	3
nand3	3
o21ai	6
nand4b	3
conb	8
a21oi	3
dlygate4sd2	4
a31oi	2
nand4	2
clkbuf	4
per-layer routing:
metal | vias up | global-route usage, % | part of all wire (%)
li1 | 303 | - | -
met1 | 290 | 5.80 | 41
met2 | 33 | 9.07 | 47
met3 | 4 | 2.39 | 10
met4 | 0 | 0.880 | 1.2
met5 | - | 0 | 0
per-stage QoR:
step / utilization, % / cells / setup TNS (ps)
floorplan: - / 79 / -794
global placement: 23.8 / 140 / -6010
detailed placement: 23.8 / 140 / -6100
CTS: 30.4 / 156 / -3840
global route: 31.2 / 156 / -4290
finish: 31.2 / 156 / -3450
path summary, 6_finish.rpt:
check,from,end,slack (ps),cells after the start
max reg2reg,count[1]$_DFFE_PN_,count[0]$_DFFE_PN_,-300,5
max,count[1]$_DFFE_PN_,digit[1],-520,8
min,buttonPressed$_SDFFE_PP1N_,buttonPressed$_SDFFE_PP1N_,470,2
min reg2reg,buttonPressed$_SDFFE_PP1N_,buttonPressed$_SDFFE_PP1N_,470,2
power by group:
group / internal (mW) / switching, mW / total, mW
clock: 0.107 / 0.0549 / 0.162
sequential: 0.163 / 0.0411 / 0.204
combinational: 0.958 / 0.690 / 1.65
total: 1.23 / 0.786 / 2.01
cell families (layout without fill, tap and decap cells):
family | after synthesis | after routing | share of synthesized area [%]
xor gates and xnor gates | 3 | 3 | 4.54
buffers and inverters | 23 | 54 | 25.9
DFF | 3 | 3 | 13.8
other | 1 | 8 | 0.647
adders and majority gates | 8 | 8 | 17.3
AOI/OAI and AO/OA | 13 | 13 | 14.7
and+or+nand+nor | 21 | 21 | 23.1
cell type report:
type | instances | area, um2
Fill cell | 355 | 2350
Multi-Input combinational cell | 53 | 510
Timing Repair Buffer | 43 | 362
Sequential cell | 3 | 80.1
Tap cell | 46 | 57.6
Inverter | 7 | 28.8
Clock buffer | 4 | 26.3
Power and IR drop assume default switching activity.
