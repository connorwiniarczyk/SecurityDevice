File: config.mk
export PLATFORM = sky130hd
export DESIGN_NAME = PasswordStore
export DESIGN_NICKNAME = PasswordStore
export VERILOG_FILES = /design/flow/design.v
export SDC_FILE = /design/flow/constraint.sdc
export NUM_CORES = 4
export LEC_CHECK = 1
export CORE_AREA = 10 10 70 70
export DIE_AREA = 0 0 80 80
File: constraint.sdc
current_design PasswordStore

set clk_period 1.0
set clk_io_pct 0.2

create_clock -name clk0 -period $clk_period [get_ports {clk}]

set non_clock_inputs [all_inputs -no_clocks]
set_input_delay [expr $clk_period * $clk_io_pct] -clock clk0 $non_clock_inputs
set_output_delay [expr $clk_period * $clk_io_pct] -clock clk0 [all_outputs]
File: design.v
`timescale 1ns / 1ps
module TopLevel(
        input clk_raw, reset,
        input [3:0] keyPad_row,
        output buzzer,
        output [3:0] keyPad_column,
        output [6:0] seg,    
        output [7:0] an,      
        output [1:0] led
    );
    logic clk;   
    clkdiv clkdiv(clk_raw, , clk);  
    logic [15:0] digits;
    logic [3:0] digitsToDisplay;
    logic [1:0] displayMode;
    logic [1:0] buzzerMode;
    logic enter, newPassword;
    logic setPassword;
    logic match[2:0], storageFull;
    logic [15:0] currentPassword;
    logic buzzerDone;
    assign match[0] = (currentPassword == digits); 
    assign match[2] = match[0] && match[1];
    Display display(
        .clk(clk), .reset(reset),
        .Digits(digits), .DispMode(displayMode), .Valid(digitsToDisplay),
        .anodes(an), .digits(seg)
    );
    KeyPadController keyPad(
        .clk(clk), .reset(reset),
        .clear_external(enter),    
        .keyPad_row(keyPad_row), .keyPad_column(keyPad_column),
        .digits(digits), .digitsToDisplay(digitsToDisplay), .storageFull(match[1]),
        .enter(enter), .newPassword(newPassword)
    );
    ControlFSM control(
        .clk(clk), .reset(reset),
        .enter(enter), .newPassword(newPassword),
        .match(match[2]), .valid(match[1]),
        .buzzerDone(buzzerDone),
        .buzzerMode (buzzerMode), .displayMode(displayMode),
        .setPassword(setPassword)
    );
    PasswordStore password(
        .clk(clk), .reset(reset),
        .newPassword(digits),
        .set(setPassword),
        .out(currentPassword)
    );
    Buzzer buzzerController(
        .CLK(clk_raw), .Mode(buzzerMode), .out(buzzer), .done(buzzerDone)
    );
endmodule
module PasswordStore(
        input clk, reset,
        input [15:0] newPassword,
        input set,
        output [15:0] out
    );
    logic [15:0] password;
    always_ff @(posedge clk) begin
        if(reset)       password = 16'h0000;
        else if(set)    password = newPassword;
    end
    assign out = password;
endmodule
File: run.sh
#!/bin/bash
# OpenROAD 26Q1-2900-gdf79404cd8, Yosys 0.63+post, stock flow scripts
make -C /OpenROAD-flow-scripts/flow DESIGN_CONFIG=/design/flow/config.mk WORK_HOME=/design/flow/orfs finish
==> impl_metrics.tcl <==
# yosys + openroad results
set metrics [dict create \
    yosys_warnings 1 \
    slowest_delay_ns 0.33 \
    syn_area_um2 581 \
    hold_ws_ns 0.456 \
    dieWidth_um 80 \
    cp_max_fo 2 \
    cp_top_family "flip-flops" \
    ys_seq_share_pct 55.2 \
    cp.required_ns 0.80 \
    grt_use_total_pct 4.66 \
    largest_reg_flops 16 \
    worstSetupStartpointType "flop" \
    hold_violations 0 \
    wirelength_um 1610 \
    run_status "finished clean" \
    grt_max_degree 17 \
    tightest_slew_ns 0.216 \
    cts.sinks 16 \
    fp_util_pct 17.0 \
    cts_tree "built" \
    crit_path_cell_trace "buf_2" \
    die_h_um 80 \
    synth.area.top_cells "dfxtp_1, mux2i_1, nor2_1" \
    htree_levels 1 \
    path_buffers 1 \
    drive_gt1_share_pct 43.8 \
    fill_cells 382 \
    drcViolationCount 0 \
    top_area_cell "dfxtp_1" \
    chip_area_mm2 0.00640 \
    cp-end-kind "output pin" \
    synthArstFlopShare_pct 0 \
    post-place-ws_ns -0.271 \
    fmax_mhz 1090 \
    path_clk_slew_ns 0.10 \
    powerDensity_mw_per_mm2 1280 \
    avgRoutedWirePerCell_um 11.9 \
    grt_pass1_vias 496 \
    vias 473 \
    drt_first_pass_iters 2 \
    slew_headroom_pct 85.6 \
    rsz0062_at_grt "false" \
    numSynthFlops 16 \
    synth_top_area_share_pct 55.2 \
    cts_setup_buffers 0 \
    cts-root-buf "clkbuf_4" \
    grt_remaining_overflow 0 \
    hold_path.class "input port to flop" \
    port_buffers 34 \
    cts_made_buffers 3 \
    fin_cells 135 \
    worst_slack_ns 0.0833 \
    fin_crit_ns 0.917 \
    avgSynthCellArea_um2 11.2 \
    diodes 0 \
    critPathKind "flop to output pin" \
    grt_pass1_wl_um 2440 \
    finalClockPeriodUsage_pct 91.7 \
    synth_cell_types 7 \
    dp.cells 131 \
    regArea_um2 340 \
    slew_viol_final 0 \
    area_delta_synth_final_pct 65.9 \
    log.warning_count 25 \
    cts_max_path_buffers 2 \
    synth_top_flop_cell "dfxtp_1" \
    synthCells 52 \
    setup_viol 0 \
    initialDrtViolationCount 2 \
    common_cells "dfxtp_1, mux2i_1, nor2_1" \
    fin_skew_ns 0 \
    yosysCellCount 52 \
    hpwl_um 1200 \
    maxCapViolCount 0 \
    io-pin-count 35 \
    vdd_drop_max_v 0.000604 \
    p_leak_nw 0.462 \
    core-area_mm2 0.00342 \
    worstSkewPairLatency_ns 0.28 \
    cp_slowest_cell "dfxtp_2" \
    rows 21 \
    crit_arrival_ns 0.72 \
    gp_congestion 0.756 \
    via_per_inst 3.50 \
    ys_chip_area_um2 581 \
    final_antenna_net_count 0 \
    antenna_found_initial 0 \
    mi_logic_area_um2 220 \
    edf_count 0 \
]
## final cells by class
class	instances	share of cell area, %
Sequential cell	16	35.3
Clock buffer	3	2.34
Multi-Input combinational cell	32	22.9
Timing Repair Buffer	38	33.5
Tap cell	46	5.97
## through the flow
step / TNS, ns / utilization, % / power (W) / cell area [um2]
after floorplan: 0 / - / 0.000783 / 581
after global placement: -3.88 / 28.5 / 0.000939 / 973
after detailed placement: -4.14 / 28.5 / 0.000942 / 973
after CTS: 0 / 28.6 / 0.00127 / 976
after global routing: 0 / 28.2 / 0.00134 / 963
final: 0 / 28.2 / 0.00123 / 963
## layout by cell type (no fill, tap or decap), drive strengths merged
cell / instances
clkdlybuf4s50: 17
mux2i: 16
nor2: 16
dfxtp: 16
clkbuf: 12
buf: 11
dlymetal6s2s: 1
## what timing repair did
item,in CTS,in global routing
cloned,0,1
gates resized,56,9
hold buffers,0,0
setup endpoints to repair,16,9
## per-layer routing
metal / vias to the layer above / GRT usage (%) / routed length (um) / part of all wire (%)
li1: 244 / - / - / -
met3: 2 / 2.50 / 128 / 8.0
met5: - / 0 / 0 / 0
met4: 0 / 0.704 / 8 / 0.50
met2: 19 / 7.14 / 725 / 45
met1: 208 / 5.76 / 742 / 46
## final timing paths
path | start | to | slack [ns] | cells after the start
max reg2reg | password[11]$_SDFFE_PP0P_ | password[11]$_SDFFE_PP0P_ | 0.40 | 2
min reg2reg | password[9]$_SDFFE_PP0P_ | password[9]$_SDFFE_PP0P_ | 0.49 | 2
min | set | password[6]$_SDFFE_PP0P_ | 0.46 | 4
max | password[1]$_SDFFE_PP0P_ | out[1] | 0.08 | 1
## power by group
group	total (W)	internal, W	switching [W]
Combinational	0.000205	0.000142	0.0000632
Clock	0.000330	0.000139	0.000190
Sequential	0.000699	0.000682	0.0000169
Total	0.00123	0.000963	0.000270
## kinds of logic after synthesis
| group | count (synthesis) | share of synthesized area [%] |
|---|---|---|
| flops | 16 | 55.2 |
| mux | 16 | 27.6 |
| buf+inv | 4 | 6.90 |
| simple gates | 16 | 10.3 |
## worst register-to-register path, cell delays in order, from the launching register on
cell,delay [ns]
dfxtp_2,0.32
mux2i_1,0.13
nor2_1,0.05
No activity file was given, so power comes from the tool's default toggle rates.
