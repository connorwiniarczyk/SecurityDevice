==> /design/flow/design.v <==
`timescale 1ns / 1ps
module sevenSegDec(
		input [3:0] d,
		output logic [6:0] seg
	);
	assign seg[6] = (~d[3] & ~d[2] & ~d[1]) | (~d[3] & d[2] & d[1] & d[0]);
	assign seg[5] = (~d[3] & ~d[2] & ~d[1] & d[0]) | (~d[3] & ~d[2] & d[1]) | (~d[3] & d[2] & d[1] & d[0]) | (d[3] & d[2] & ~d[1]);
	assign seg[4] = (~d[3] & d[0]) | (~d[3] & d[2] & ~d[1]) | (~d[1] & d[0]);
	assign seg[3] = ~d[2] & ~d[1] & d[0] | d[2] & d[1] & d[0] | d[2] & ~d[1] & ~d[0] | d[3] & ~d[2] & d[1] & ~d[0] | d[3] & d[2] & ~d[1]; 
	assign seg[2] = d[3] & d[2] | ~d[3] & ~d[2] & d[1] & ~d[0]; 
	assign seg[1] = d[3] & d[2] | d[2] & ~d[1] & d[0] | d[2] & d[1] & ~d[0] | d[3] & d[1] & d[0];
	assign seg[0] = d[3] & d[2] & ~d[1] | ~d[3] & ~d[2] & ~d[1] & d[0] | ~d[3] & d[2] & ~d[1] & ~d[0] | d[3] & ~d[2] & d[1] & d[0];            
endmodule
==> /design/flow/run.sh <==
#!/bin/bash
# OpenROAD 26Q1-2900-gdf79404cd8, Yosys 0.63+post, stock flow scripts
make -C /OpenROAD-flow-scripts/flow DESIGN_CONFIG=/design/flow/config.mk WORK_HOME=/design/flow/orfs finish
==> /design/flow/config.mk <==
export PLATFORM = sky130hd
export DESIGN_NAME = sevenSegDec
export DESIGN_NICKNAME = sevenSegDec
export VERILOG_FILES = /design/flow/design.v
export SDC_FILE = /design/flow/constraint.sdc
export NUM_CORES = 4
export LEC_CHECK = 1
export CORE_AREA = 10 10 70 70
export DIE_AREA = 0 0 80 80
==> /design/flow/constraint.sdc <==
current_design sevenSegDec

set clk_period 1.8
set clk_io_pct 0.2

create_clock -name clk0 -period $clk_period

set non_clock_inputs [all_inputs -no_clocks]
set_input_delay [expr $clk_period * $clk_io_pct] -clock clk0 $non_clock_inputs
set_output_delay [expr $clk_period * $clk_io_pct] -clock clk0 [all_outputs]
==> job_summary.md <==
## Implementation flow summary

| Metric | Value |
|---|---|
| Status | `finished, final reports clean` |
| Routed wire length per instance | `8.29 um` |
| Sum of buffers and inverters on the critical path | `3` |
| I/O Buffers | `11` |
| Xor/xnor cell area share of the yosys netlist | `roughly 4.3%` |
| Maximum vdd ir drop | `approximately 80 uV` |
| Nature of the critical path startpoint | `input port` |
| Warnings, synthesis | `0` |
| Top area contributor share | `between 10 and 15%` |
| Max-slew headroom | `87.1%` |
| Worst Setup End Kind | `output port` |
| Total wirelength of the detailed-routed design | `738 um` |
| Total number of sequential cells | `0` |
| Number of hold-slack violations in the final timing report | `0` |
| Cell type with the largest total area | `sky130_fd_sc_hd__buf_6` |
| Largest net degree at the start of global routing | `7` |
| Remaining DRCs | `0` |
| Pwr dens | `209 mW/mm^2` |
| Distinct cell type count of the synthesized netlist | `20` |
| Die outline height | `approximately 80 um` |
| Unrepaired setup endpoints after global routing | `false` |
| Area reported by Yosys stat | `a little over 200 sq um` |
| Transition at the pin with the smallest max-transition slack | `roughly 0.19 ns` |
| Global Route Usage Sum | `2.33%` |
| Die span in x | `80 um` |
| Via density per instance | `2.76` |
| Largest cells by area after synthesis | `sky130_fd_sc_hd__buf_6 11%, sky130_fd_sc_hd__nor3b_4 9.3%, sky130_fd_sc_hd__mux2_4 7.4%, sky130_fd_sc_hd__o21bai_1 7.4%, sky130_fd_sc_hd__nor2b_4 6.8%` |
| Fraction of layout cells with a size suffix above 1 | `approximately 44%` |
| Antenna violations before repair | `0` |
| Die area | `between 0.006 and 0.007 sq mm` |
| Number of hold buffers added after CTS | `0` |
| Post-synth design cell area | `203 sq um` |
| Iter 0 DRT Violations | `1` |
| Final TNS setup | `0 ns` |
| Vias in the first global route | `276` |
| Fill cell instance count of the final layout | `about 410` |
| Peak per-stage delay on the critical path | `0.24 ns` |
| Syn-to-layout area delta | `90.7%` |
| Highest achievable clock rate | `slightly below 600 MHz` |
| Placer Congestion | `between 0.7 and 0.8` |
| Site row count | `21` |
| Detailed-route via count | `about 250` |
| Synth Seq Share | `0%` |
| And-or/or-and share of the synthesized area | `~35%` |
| Min-Delay Path Class | `in -> out` |
| Crit path max-delay cell type | `sky130_fd_sc_hd__dlygate4sd2_1` |
| Post-synth mux share | `between 10% and 20%` |
| Total grt overflow | `0` |
| Finished layout cell area | `between 300 and 400 sq um` |
| Clock buffer count in the final layout | `0` |
| Adder share | `0%` |
| Area taken by flip-flops and latches | `0 sq um` |
| Ant. Diodes | `0` |
| Tally of OpenROAD warnings | `32` |
| Worst path top cell family by delay | `buffers and inverters` |
| Post-Synth Simple-Gate Area | `32.1%` |
| Hpwl dp | `between 500 and 600 um` |
| Cell leakage power | `0.000179 uW` |
| Leading cell type by number of instances after synthesis | `sky130_fd_sc_hd__nand2_1` |
| Core utilization before placement | `5.93%` |
| Number of max-cap violations | `0` |
| CORE AREA | `0.00342 sq mm` |
| Worst path arrival time | `between 1 and 1.5 ns` |
| Top cell types by occurrence after synthesis | `3 x sky130_fd_sc_hd__nand2_1, 2 x sky130_fd_sc_hd__a21oi_1, 2 x sky130_fd_sc_hd__buf_6, 2 x sky130_fd_sc_hd__nor2_1, 2 x sky130_fd_sc_hd__o21bai_1` |
| Crit Path Category | `in -> out` |
| Final worst path period share | `between 90 and 100%` |
| Final setup violation count | `0` |
| Cells after Synth | `26` |
| First-pass GRT wire length | `1240 um` |
| Dominant comb cell | `AND-OR/OR-AND gates` |
| Number of detailed-route iterations in the first pass | `2` |
| Area of combinational cells with multiple inputs | `169 sq um` |
| Number of top-level pins | `11` |
| Clock period minus final worst setup slack | `approximately 1.7 ns` |
| Final count of pins violating max slew | `0` |
| DRT antenna net count | `0` |
| Yosys Instances | `26` |
| Mean post-synth cell area | `7.80 sq um` |
| Maximum fanout encountered on the critical timing path | `5` |
| Required time at the endpoint of the critical path | `roughly 1.4 ns` |
| Instance area after placement | `around 390 sq um` |
| Cells along the critical path | `clkdlybuf4s15_2 > buf_6 > nor2b_4 > o21bai_1 > o2bb2ai_1 > dlygate4sd2_1` |
## final cells by class
cell class         count  share of cell area, %
multi-input cells     22                   43.7
repair buffers        20                   40.5
well taps             46                   14.9
inverters              1                  0.971
## final timing paths
| kind | startpoint | to | slack [ns] | depth (start not counted) |
|---|---|---|---|---|
| max | d[2] | seg[0] | 0.12 | 6 |
| min | d[3] | seg[1] | 1.13 | 4 |
## repair_timing
item	in CTS	in global routing
pin swaps	2	1
endpoints found under the hold margin	0	0
endpoints found under the setup margin	7	2
gates cloned	1	0
gates resized	22	5
buffers inserted	2	0
## layout by cell type, fill, tap and decap left out
cell,count
sky130_fd_sc_hd__inv_2,1
sky130_fd_sc_hd__buf_2,3
sky130_fd_sc_hd__a211oi_2,1
sky130_fd_sc_hd__nor2b_4,1
sky130_fd_sc_hd__clkbuf_2,2
sky130_fd_sc_hd__a21oi_1,2
sky130_fd_sc_hd__and2b_1,1
sky130_fd_sc_hd__o21ai_1,2
sky130_fd_sc_hd__mux2i_1,1
sky130_fd_sc_hd__o2bb2ai_1,1
sky130_fd_sc_hd__o211ai_1,1
sky130_fd_sc_hd__buf_6,1
sky130_fd_sc_hd__mux2_4,1
sky130_fd_sc_hd__nand2_1,3
sky130_fd_sc_hd__nand2b_1,1
sky130_fd_sc_hd__dlygate4sd2_1,5
sky130_fd_sc_hd__a31oi_1,1
sky130_fd_sc_hd__nor2_1,2
sky130_fd_sc_hd__nor3b_4,1
sky130_fd_sc_hd__o21bai_1,2
sky130_fd_sc_hd__clkdlybuf4s15_2,1
sky130_fd_sc_hd__buf_4,7
sky130_fd_sc_hd__dlymetal6s2s_1,1
sky130_fd_sc_hd__xnor2_1,1
## through the flow
stage          std cells  util (%)  hold slack, ns  total power, uW  setup slack (ns)
4_1_cts               89      11.5            1.27             83.8            0.0350
2_1_floorplan         26         -           0.731             40.3             0.590
5_1_grt               89      11.3            1.20             91.8            0.0568
3_5_place_dp          86      11.3            1.77             88.9            -0.487
3_3_place_gp          86      11.3            1.73             87.1            -0.485
6_report              89      11.3            1.13             80.7             0.116
## power by group
| part | internal [uW] | total, uW | switching (uW) |
|---|---|---|---|
| sequential | 0 | 0 | 0 |
| clock | 0 | 0 | 0 |
| combinational | 47.4 | 80.7 | 33.3 |
## worst min-delay path, stage by stage
cell                             delay (ns)
sky130_fd_sc_hd__clkbuf_2              0.13
sky130_fd_sc_hd__inv_2                 0.09
sky130_fd_sc_hd__a21oi_1               0.06
sky130_fd_sc_hd__dlymetal6s2s_1        0.13
## routing by layer
layer / global-route usage (%) / share of wire, % / up-vias
li1: - / - / 127
met1: 3.82 / 63 / 108
met2: 2.97 / 27 / 11
met3: 0.682 / 9.5 / 0
met4: 0 / 0 / 0
met5: 0 / 0 / -
## cell families after synthesis
group / after synthesis
AND-OR/OR-AND: 10
XOR/XNOR: 1
buffers and inverters: 4
multiplexers: 2
AND/OR/NAND/NOR: 9
Power figures rest on the tool's default switching activity, not on a simulated workload.
